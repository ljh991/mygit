### /design/flow/config.mk
export PLATFORM = sky130hd
export DESIGN_NAME = watch_tick_top
export DESIGN_NICKNAME = watch_tick_top
export VERILOG_FILES = /design/flow/design.v
export SDC_FILE = /design/flow/constraint.sdc
export NUM_CORES = 4
export LEC_CHECK = 1
export CORE_UTILIZATION = 40
### /design/flow/constraint.sdc
current_design watch_tick_top

set clk_period 12.9
set clk_io_pct 0.2

create_clock -name clk0 -period $clk_period [get_ports {clk}]

set non_clock_inputs [all_inputs -no_clocks]
set_input_delay [expr $clk_period * $clk_io_pct] -clock clk0 $non_clock_inputs
set_output_delay [expr $clk_period * $clk_io_pct] -clock clk0 [all_outputs]
### /design/flow/design.v
`timescale 1ns / 1ps
module one_sec_gen(
    clk,
    reset,
	i_run_en,
	i_freq,
    o_one_sec_tick
    );
parameter P_COUNT_BIT = 30;  
input 						clk;
input 						reset;
input 						i_run_en;
input [P_COUNT_BIT-1:0]		i_freq;
output reg					o_one_sec_tick;
	reg 	[P_COUNT_BIT-1:0] 	r_counter; 
	always @(posedge clk) begin
	    if(reset) begin
			r_counter <= {P_COUNT_BIT{1'b0}};
			o_one_sec_tick <= 1'b0;
	    end else if (i_run_en) begin
			if(r_counter == i_freq -1) begin
				r_counter <= 0;
				o_one_sec_tick <= 1'b1;
			end else begin
				r_counter <= r_counter + 1'b1;
				o_one_sec_tick <= 1'b0;
			end
		end else begin
			o_one_sec_tick <= 1'b0;
		end
	end
endmodule
`timescale 1ns / 1ps
module watch_tick_top(
    clk,
    reset,
	i_run_en,
	i_freq,
    o_sec,
    o_min,
    o_hour
    );
parameter P_COUNT_BIT = 30;  
parameter P_SEC_BIT	 = 6;  
parameter P_MIN_BIT	 = 6;  
parameter P_HOUR_BIT = 5;  
input 							clk;
input 							reset;
input 							i_run_en;
input		[P_COUNT_BIT-1:0]	i_freq;
output reg 	[P_SEC_BIT-1:0]		o_sec;
output reg 	[P_MIN_BIT-1:0]		o_min;
output reg 	[P_HOUR_BIT-1:0]	o_hour;
wire w_one_sec_tick;
one_sec_gen 
# (
	.P_COUNT_BIT	(P_COUNT_BIT) 
) u_one_sec_gen(
	.clk 				(clk			),
	.reset 				(reset			),
	.i_run_en			(i_run_en		),
	.i_freq				(i_freq			),
	.o_one_sec_tick 	(w_one_sec_tick	)
);
reg [6-1:0] r_min_cnt;
reg [12-1:0] r_hour_cnt;
wire sec_tick = o_sec == 60-1;
wire min_tick = o_min == 60-1;
wire hour_tick = o_hour == 24-1;
	always @(posedge clk) begin
	    if(reset) begin
			o_sec		<= 0;
		end else if(w_one_sec_tick) begin
			if(sec_tick) begin
				o_sec		<= 0;
			end else begin
				o_sec	<= o_sec + 1'b1;
			end
		end
	end
	always @(posedge clk) begin
	    if(reset) begin
			r_min_cnt 	<= 0;
			o_min		<= 0;
		end else if(w_one_sec_tick) begin
			if(sec_tick & min_tick) begin
				o_min		<= 0;
				r_min_cnt 	<= 0;
			end else if (r_min_cnt == 60-1)  begin
				o_min	<= o_min + 1'b1;
				r_min_cnt 	<= 0;
			end else begin
				r_min_cnt <= r_min_cnt + 1'b1;
			end
		end
	end
	always @(posedge clk) begin
	    if(reset) begin
			r_hour_cnt 	<= 0;
			o_hour		<= 0;
		end else if(w_one_sec_tick) begin
			if(sec_tick & min_tick & hour_tick) begin
				o_hour		<= 0;
				r_hour_cnt 	<= 0;
			end else if (r_hour_cnt == 60*60-1)  begin
				o_hour	<= o_hour + 1'b1;
				r_hour_cnt 	<= 0;
			end else begin
				r_hour_cnt <= r_hour_cnt + 1'b1;
			end
		end
	end
endmodule
### /design/flow/run.sh
#!/bin/bash
# OpenROAD 26Q1-2900-gdf79404cd8, Yosys 0.63+post, stock flow scripts
make -C /OpenROAD-flow-scripts/flow DESIGN_CONFIG=/design/flow/config.mk WORK_HOME=/design/flow/orfs finish
==> Changelog: implementation <==
## Implementation

* Fraction of layout cells with a size suffix above 1 at 7.03%
* Number of synthesis warnings at 2
* Cell area after synthesis at 0.00421 mm^2
* Syn-to-layout area delta at 18.9%
* Distinct lib cells at 59
* Post-Route WL at 9420 um
* Critical Path AT at 5770 ps
* Mapped Cells at 507
* GRT Total Usage at 17.8%
* Crit start category: input port
* Clk_skew at 9.11 ps
* Post-synthesis sequential area ratio at 31.4%
* WL/cell at 13.6 um
* Gpl congestion at 0.917
* YS chip area at 0.00421 mm^2
* Max Cap Viol at 0
* Crit path max fanout at 30
* Syn avg cell area at 8.31 um^2
* Chip Width at 105 um
* Peak Freq at 179 MHz
* RSZ-0062 raised after global routing: no
* H-tree levels at 3
* Final non-filler cell total at 691
* Flip-flops with a built-in enable at 0
* I/O Buffers at 49
* Largest net degree at the start of global routing at 46
* Remaining DRCs at 0
* Ports at 50
* Register bit total from synthesis at 66
* Crit path DRT at 13100 ps
* Antenna violations before repair at 0
* Iteration-0 DRC Markers at 224
* OpenROAD warning count at 25
* Minimum clock period at 5580 ps
* Cts-stage hold buffer count at 0
* Hold path depth at 2
* Ant diodes at 0
* Latency at later pin at 340 ps
* Fp util at 41.0%
* First-pass GRT wire length at 15800 um
* Lkg Pwr at 0.00161 uW
* Placed cells at 675
* Clk root buf: clkbuf_8
* Worst setup EP type: flip-flop
* Core Area at 0.0103 mm^2
* Setup Buffers After CTS at 0
* Status: finished clean
* CTS tree: built
* Global route total overflow at 0
* Hold Path Class: reg2reg
* Max VDD drop at 0.0515 mV
* Setup_tns at 0 ps
* Clock Sinks at 66
* DRT antenna net count at 0
* Die area at 0.0109 mm^2
* Yosys cell count at 507
* Fraction of registers with async set/reset at 0%
* Reg clk slew, reported paths at 70 ps
* Fin crit share at 43.2%
* Vias in the first global route at 3322
* Vias per inst at 5.41
* Clock buffer depth at 2
* Clock buffer count from CTS at 9
* Slew @ Worst Pin at 751 ps
* Detailed Routing Iterations Pass 1 at 4
* Vias at 3739
* Slew Viols, Final at 0
* PD cells at 86.9 mW/mm^2
* Post-CTS resize count at 0
* Main flop type: dfxtp_1
* Final Hold Viols at 0
* Row count at 37
* Dpl hpwl at 6960 um
* Final setup fails at 0
* Worst slew margin at 49.6%
* Die height at 105 um
* Critical path type: in2reg
* Reg2Reg Depth at 7
final cells by class:
type	count	area, um^2
clock buffer	11	141
clock inverter	5	77.6
fill	974	5270
inverter	9	33.8
multi-input combinational	410	2740
sequential	66	1320
tap	136	170
timing repair buffer	54	528
stage by stage:
step           utilization [%]  power [uW]  hold WS [ps]  area (um^2)  worst slack [ps]
3_5_place_dp              46.6         250           501         4790              7010
2_1_floorplan                -         231           456         4210              7750
6_report                  48.7         435           509         5010              7320
5_1_grt                   48.7         454           526         5010              7120
4_1_cts                   48.7         441           513         5010              7360
3_3_place_gp              46.6         249           486         4790              7040
routing by layer:
metal / track usage, % / routed length, um / up-vias
li1: - / - / 1938
met1: 27.6 / 4840 / 1720
met2: 27.1 / 4060 / 69
met3: 2.80 / 388 / 12
met4: 2.82 / 129 / 0
met5: 0 / 0 / -
critical path, stage by stage:
cell and delay [ps]:
clkdlybuf4s50_1 520, or4_1 690, or4_4 570, a2111oi_4 380
o22ai_1 130, nor4_2 220, and4_4 520, a211oi_1 140
cell usage in the layout (no fill, tap or decap), drive strengths merged, types with 9 or more instances in the layout:
cell type	n
xnor2	42
clkbuf	11
o21ai	10
or3	10
a211oi	28
nand3	22
a21oi	14
nand4	24
xor2	44
nor3	18
nand2	34
inv	9
clkdlybuf4s50	49
dfxtp	66
nor2	61
nor4	14
cell usage after synthesis (4+ instances only):
master	instances	area, um^2
clkbuf_1	16	60.1
inv_1	9	33.8
ha_1	7	87.6
and4_1	6	52.6
a211oi_1	25	188
and3_1	8	50.1
xor2_1	44	385
or4_1	7	52.6
nand2b_1	4	25.0
nand4b_1	4	35.0
mux2i_1	5	50.1
a21oi_1	13	65.1
nor4b_1	5	43.8
nor4_1	13	81.3
o21ai_0	9	45.0
nor3_1	17	85.1
nand4_1	24	150
or2_2	4	25.0
nor2b_1	4	25.0
or3_1	10	62.6
dfxtp_1	66	1320
nand2_1	34	128
xnor2_1	42	368
nor2_1	61	229
nand3_1	22	110
sequential cells by signal (all words and copies together), names as in the netlist:
register	count
o_hour	5
o_min	6
o_sec	6
r_hour_cnt	12
r_min_cnt	6
u_one_sec_gen.o_one_sec_tick	1
u_one_sec_gen.r_counter	30
power breakdown:
group / switching (uW) / internal [uW] / total (uW) / leakage (uW)
registers: 0.754 / 204 / 205 / 0.000532
logic: 21.6 / 18.5 / 40.1 / 0.000965
clock network: 76.8 / 113 / 190 / 0.000109
kinds of logic after synthesis:
| family | share of synthesized area [%] |
|---|---|
| adders and majority gates | 2.08 |
| DFF | 31.4 |
| AOI/OAI and AO/OA | 12.5 |
| muxes | 1.45 |
| xor gates and xnor gates | 17.9 |
| and+or+nand+nor | 31.0 |
| buffers and inverters | 3.71 |
worst paths after layout:
| kind | from | slack, ps | end |
|---|---|---|---|
| max reg2reg | u_one_sec_gen.r_counter[2] | 10220 | u_one_sec_gen.r_counter[10] |
| min reg2reg | o_hour[4] | 510 | o_hour[4] |
| max | i_freq[14] | 7320 | u_one_sec_gen.r_counter[10] |
| min | o_hour[4] | 510 | o_hour[4] |
Power is estimated from default activity; no workload was simulated.
