**flow/config.mk**
```make
export PLATFORM = sky130hd
export DESIGN_NAME = watch_top
export DESIGN_NICKNAME = watch_top
export VERILOG_FILES = /design/flow/design.v
export SDC_FILE = /design/flow/constraint.sdc
export NUM_CORES = 4
export LEC_CHECK = 1
export CORE_UTILIZATION = 30
```
**flow/constraint.sdc**
```tcl
current_design watch_top

set clk_period 10.4
set clk_io_pct 0.2

create_clock -name clk0 -period $clk_period [get_ports {clk}]

set non_clock_inputs [all_inputs -no_clocks]
set_input_delay [expr $clk_period * $clk_io_pct] -clock clk0 $non_clock_inputs
set_output_delay [expr $clk_period * $clk_io_pct] -clock clk0 [all_outputs]
```
**flow/design.v**
```verilog
`timescale 1ns / 1ps
module one_sec_gen(
    clk,
    reset,
	i_run_en,
	i_freq,
    o_one_sec_tick
    );
parameter P_COUNT_BIT = 30;  
input 						clk;
input 						reset;
input 						i_run_en;
input [P_COUNT_BIT-1:0]		i_freq;
output reg					o_one_sec_tick;
	reg 	[P_COUNT_BIT-1:0] 	r_counter; 
	always @(posedge clk) begin
	    if(reset) begin
			r_counter <= {P_COUNT_BIT{1'b0}};
			o_one_sec_tick <= 1'b0;
	    end else if (i_run_en) begin
			if(r_counter == i_freq -1) begin
				r_counter <= 0;
				o_one_sec_tick <= 1'b1;
			end else begin
				r_counter <= r_counter + 1'b1;
				o_one_sec_tick <= 1'b0;
			end
		end else begin
			o_one_sec_tick <= 1'b0;
		end
	end
endmodule
`timescale 1ns / 1ps
module watch_top(
    clk,
    reset,
	i_run_en,
	i_freq,
    o_sec,
    o_min,
    o_hour
    );
parameter P_COUNT_BIT = 30;  
parameter P_SEC_BIT	 = 6;  
parameter P_MIN_BIT	 = 6;  
parameter P_HOUR_BIT = 5;  
input 							clk;
input 							reset;
input 							i_run_en;
input		[P_COUNT_BIT-1:0]	i_freq;
output reg 	[P_SEC_BIT-1:0]		o_sec;
output reg 	[P_MIN_BIT-1:0]		o_min;
output reg 	[P_HOUR_BIT-1:0]	o_hour;
wire w_one_sec_tick;
one_sec_gen 
# (
	.P_COUNT_BIT	(P_COUNT_BIT) 
) u_one_sec_gen(
	.clk 				(clk			),
	.reset 				(reset			),
	.i_run_en			(i_run_en		),
	.i_freq				(i_freq			),
	.o_one_sec_tick 	(w_one_sec_tick	)
);
reg [17-1:0] r_sec_cnt;  
wire [6-1:0] sec_val = r_sec_cnt % 60;
wire [6-1:0] min_val = (r_sec_cnt/60) % 60;
wire [5-1:0] hour_val = (r_sec_cnt/(60*60)) % 24;
	always @(posedge clk) begin
	    if(reset) begin
			o_sec		<= 0;
			o_min		<= 0;
			o_hour		<= 0;
			r_sec_cnt 	<= 0;
		end else if(w_one_sec_tick) begin
			if (r_sec_cnt == 24*60*60-1)  begin
				r_sec_cnt 	<= 0;
			end else begin
				r_sec_cnt <= r_sec_cnt + 1'b1;
			end
			o_sec		<= sec_val ;
			o_min		<= min_val ;
			o_hour		<= hour_val;
		end
	end
endmodule
```
**flow/run.sh**
```bash
#!/bin/bash
# OpenROAD 26Q1-2900-gdf79404cd8, Yosys 0.63+post, stock flow scripts
make -C /OpenROAD-flow-scripts/flow DESIGN_CONFIG=/design/flow/config.mk WORK_HOME=/design/flow/orfs finish
```
==> impl_report.txt <==
FLOW METRICS REPORT
----------------------------------------------------
[Synth]
  Ranking of synthesized cells by area ........................ dfxtp_1, xnor2_1, nor2_1, xor2_1, nand2_1
  Register share after synthesis ........................ 0.199
  Yosys top cell by area ........................ dfxtp_1
  Mapped Cells ........................ 873
  Seq cells post-synth ........................ 65
  Average instance area after synthesis ........................ 7.47 um2
  YS chip area ........................ 6530 um2
  Number of different library cells in the post-synthesis netlist ........................ 102
  Commonest flop ........................ dfxtp_1
  Yosys warns ........................ 2
  Share of the synthesized area in the top cell type ........................ 0.199
  Cell area after synthesis ........................ 6530 um2
  Cell count listed in synth_stat.txt ........................ 873
  Flip-flops with a built-in enable ........................ 0
  Fraction of synthesis flops using an asynchronous set or reset pin ........................ 0

[Power]
  Power per cell area ........................ 83.7 nW/um2
  Internal power summed over all cells ........................ 0.495 mW
  Part of the power in registers ........................ 0.397
  Proportion of power drawn by combinational gates ........................ 0.067
  Fraction of power spent switching nets ........................ 0.219
  Static Leakage ........................ 2.47 nW
  Net Sw Power ........................ 0.139 mW
  Power share of the clock group ........................ 0.537
  Maximum resistive drop on vdd ........................ 0.0682 mV

[Floorplanning]
  Ports ........................ 50
  Core ar. ........................ 21200 um2
  Row cnt ........................ 53
  Die height ........................ 149 um
  Share of the core filled by cells before placement ........................ 0.308
  Horizontal extent of the die ........................ 149 um
  Full die area ........................ 22300 um2

[Critical path]
  Top fanout value on the critical path ........................ 20
  Kind of launch point of the worst setup path ........................ input port
  Setup CP Type ........................ in2reg
  Reg2Reg Setup Slack ........................ 4.40 ns
  Worst path slowest cell ........................ or4_1
  Source of the worst register-to-register timing path ........................ r_sec_cnt[16]
  Cell count of the worst reg-to-reg path ........................ 17
  Most used cell along the critical path ........................ nand2_1
  Worst reg2reg path endpoint ........................ o_sec[5]
  Nature of the critical path endpoint ........................ flip-flop
  Signal arrival time at the worst endpoint ........................ 6.86 ns
  Crit path largest cell delay ........................ 0.57 ns
  Data required time of the critical path ........................ 10.61 ns
  Critical-path cell list ........................ clkdlybuf4s50_1 -> or4_1 -> nand2b_1 -> or3_1 -> nor3_1 -> nor4b_1 -> nand2_1 -> or3_1 -> nor3_1 -> xnor2_1 -> nor4_1 -> and4_1 -> nand2_1 -> nand2_1 -> buf_4 -> nor2_1

[Timing]
  Aggregate negative setup slack ........................ 0 ns
  Setup repair after global routing missed its margin ........................ false
  Slew Viols, Final ........................ 0
  Max-slew headroom at the worst pin ........................ 0.468
  Worst-Margin Slew ........................ 0.797 ns
  Minimum clock period ........................ 6.64 ns
  Maximum operating frequency ........................ 0.150 GHz
  Finish-stage setup viols ........................ 0
  Final cycle utilization of the critical path ........................ 0.639
  Final number of hold-violating endpoints ........................ 0
  Worst setup skew after layout ........................ 0.0123 ns

[Clock network]
  Number of gates given a new drive strength after cts ........................ 0
  Max H-tree Level ........................ 3
  Cell at the root of the clock tree ........................ clkbuf_16
  Clock latency of the later-clocked register in the worst-skew pair ........................ 0.34 ns
  Number of clock sinks seen by CTS ........................ 65
  Clock buffer count from CTS ........................ 9
  Maximum clock path buffer count ........................ 2
  Setup repair bufs after CTS ........................ 0
  Number of buffers inserted for hold repair after clock tree synthesis ........................ 0
  Post-CTS clock slew at the launch and capture registers of the worst setup and hold paths ........................ 0.06 ns
  TritonCTS clock tree ........................ built

[Route]
  TritonRoute pass-1 iters ........................ 6
  Post-detailed-route via-to-cell ratio ........................ 5.46
  Number of antenna repair diodes ........................ 0
  Detailed-route wire length per cell ........................ 14.3 um
  DRC violation total after the first TritonRoute iteration ........................ 515
  Residual DRC count ........................ 0
  Total Routed Length ........................ 16900 um
  Final antenna-violating net count ........................ 0
  Routed vias ........................ 6456

[Cells and area]
  Final Instance Count excl. Fillers ........................ 1182
  Layout cell share with drive strength beyond 1 ........................ 0.0750
  Tally of filler cells in the layout ........................ 2154
  P&R area growth vs syn ........................ 16.1%

[Min path]
  Worst hold path type ........................ reg2reg
  Startpoint of the worst hold path ........................ o_min[3]
  Worst min-delay path endpoint ........................ o_min[3]
  Count of cells along the worst hold path ........................ 2

[Global routing]
  Global-route wire length before repair ........................ 28500 um
  Vias in the first global route ........................ 5767
  Initial antenna violation count ........................ 0
  Pin count of the biggest net entering global routing ........................ 32
  Residual overflow from global routing ........................ 0
  Overall global routing resource usage ........................ 0.156

[Status]
  Status ........................ finished, final reports clean

[Place]
  HPWL after detailed placement ........................ 12800 um
  Number of port buffers ........................ 49
  Placed cell count ........................ 1166
  Gpl congestion ........................ 0.918

[Run]
  # Max-Cap Violations ........................ 0
  OpenROAD warnings ........................ 28

----------------------------------------------------
==> cell type report <==
| type | count | area [um2] | area share |
|---|---|---|---|
| Inverter | 29 | 109 | 0.0144 |
| Multi-Input combinational cell | 742 | 4950 | 0.653 |
| Clock buffer | 11 | 253 | 0.0334 |
| Timing Repair Buffer | 55 | 536 | 0.0707 |
| Sequential cell | 65 | 1300 | 0.172 |
| Tap cell | 275 | 344 | 0.0454 |
| Clock inverter | 5 | 85.1 | 0.0112 |
==> registers in the layout (all words and copies together), names as in the netlist <==
name                          count
r_sec_cnt                        17
o_hour                            5
o_sec                             6
o_min                             6
u_one_sec_gen.r_counter          30
u_one_sec_gen.o_one_sec_tick      1
==> per-stage QoR <==
stage	worst slack [ns]	instance area, um2	util	hold WS [ns]	total power, mW
3_5_place_dp	3.44	7240	0.342	0.458	0.299
3_3_place_gp	3.59	7240	0.342	0.454	0.299
2_1_floorplan	4.38	6530	-	0.426	0.276
5_1_grt	3.29	7570	0.358	0.489	0.657
4_1_cts	3.78	7570	0.358	0.468	0.641
6_report	3.76	7570	0.358	0.463	0.634
==> cell usage after synthesis, drive strengths merged, types with 4 or more instances <==
library cell,number
mux2,4
a211oi,18
nor4,16
buf,17
a21o,12
o22ai,6
o311ai,4
o32ai,6
nand2b,6
nand3b,4
dfxtp,65
nor2,111
nor3b,5
o211a,9
nand3,29
o2bb2ai,4
o31ai,10
o211ai,19
o2111ai,5
and3,12
nor2b,8
or4,4
a31oi,11
clkbuf,20
o21a,7
nand4,20
or3,8
or2,6
nand2,86
a21oi,39
o221ai,6
inv,25
o41ai,4
ha,7
clkinv,4
nor3,34
a211o,7
xnor2,59
o21ai,41
and2,11
xor2,41
mux2i,12
==> worst max-delay path, delay by kind of cell <==
kind | cells | cell delay, ns
AND/OR/NAND/NOR | 13 | 3.87
XOR/XNOR | 1 | 0.10
buffers and inverters | 2 | 0.80
==> placed cells by master (no fill, tap or decap), types with 8 or more instances in the layout <==
cell type and n:
o211ai_1 17, and3_1 11, clkdlybuf4s50_1 49, o211a_1 9, nor2_1 109, nand2_1 86
nor2b_1 8, xor2_1 41, a21oi_1 38, o21ai_0 33, a21o_1 12, and2_1 8
nand3_1 28, a211oi_1 13, clkbuf_16 9, mux2i_1 11, inv_1 25, a31oi_1 11
nor4_1 15, nor3_1 33, dfxtp_1 65, xnor2_1 59, nand4_1 20
==> cells by family (layout without fill, tap and decap cells) <==
logic type,Yosys count,after routing,share of synthesized area
AOI/OAI and AO/OA,247,247,0.298
xor gates and xnor gates,100,100,0.134
buffers and inverters,66,100,0.0426
DFF,65,65,0.199
adders and majority gates,9,9,0.0167
muxes,16,16,0.0278
and+or+nand+nor,370,370,0.282
==> metal layers <==
metal / wire [um] / share of wire / GRT usage
met5: 0 / 0 / 0
met4: 176 / 0.010 / 0.0138
met3: 777 / 0.046 / 0.0242
met2: 7430 / 0.44 / 0.248
met1: 8520 / 0.50 / 0.232
==> how the worst max path moves through the flow <==
stage | start | end | slack (ns)
5_1_grt | i_freq[3] | u_one_sec_gen.r_counter[9] | 3.29
4_1_cts | i_freq[3] | u_one_sec_gen.r_counter[14] | 3.78
6_report | i_freq[3] | u_one_sec_gen.r_counter[16] | 3.76
==> power groups by stage <==
| stage | logic (mW) | clock network [mW] | registers [mW] |
|---|---|---|---|
| 6_report | 0.0421 | 0.340 | 0.251 |
| 5_1_grt | 0.0465 | 0.359 | 0.251 |
| 4_1_cts | 0.0423 | 0.347 | 0.251 |
Power and IR drop assume default switching activity.
